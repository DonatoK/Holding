==> /design/flow/config.mk <==
export PLATFORM = sky130hd
export DESIGN_NAME = mm_interrupt
export DESIGN_NICKNAME = mm_interrupt
export VERILOG_FILES = /design/flow/design.v
export SDC_FILE = /design/flow/constraint.sdc
export NUM_CORES = 4
export LEC_CHECK = 1
export CORE_UTILIZATION = 30
==> /design/flow/constraint.sdc <==
current_design mm_interrupt

set clk_period 3.6
set clk_io_pct 0.2

create_clock -name clk0 -period $clk_period [get_ports {clock}]

set non_clock_inputs [all_inputs -no_clocks]
set_input_delay [expr $clk_period * $clk_io_pct] -clock clk0 $non_clock_inputs
set_output_delay [expr $clk_period * $clk_io_pct] -clock clk0 [all_outputs]
==> /design/flow/design.v <==
module mm_interrupt #(
  parameter DATA_WIDTH = 32,
  parameter INT_PC_ADDR = 32'h90000030,
  parameter INT_TRIGGER_ADDR = 32'h90000034
) (
  input clock,
  input reset,
  input we,
  input [DATA_WIDTH-1:0] data,
  input [DATA_WIDTH-1:0] addr,
  output reg [DATA_WIDTH-1:0] PC_reg,
  output reg trigger_reg
);
always@(posedge clock) begin
  if (reset) begin
    PC_reg <= {DATA_WIDTH{1'b0}};
  end else if(we) begin
    PC_reg <= (addr == INT_PC_ADDR) ? data : PC_reg;
  end else begin
    PC_reg <= PC_reg;
  end
end  
always@(posedge clock) begin
  if (reset) begin
    trigger_reg <= 1'b0;
  end else if(we) begin
    trigger_reg <= (addr == INT_TRIGGER_ADDR) ? data[0] : trigger_reg;
  end else begin
    trigger_reg <= 1'b0;  
  end
end  
endmodule
==> /design/flow/run.sh <==
#!/bin/bash
# OpenROAD 26Q1-2900-gdf79404cd8, Yosys 0.63+post, stock flow scripts
make -C /OpenROAD-flow-scripts/flow DESIGN_CONFIG=/design/flow/config.mk WORK_HOME=/design/flow/orfs finish
==> run notes <==
Numbers from the implementation run.

The violation tally recorded at the end of detailed-routing iteration 0 is 17. On the final layout, the worst clock skew is 0 ns. The number of buffers added on ports is 99. The post-cts gate resize count is 0. The detailed-route DRC error count is 0. The global route stage reports its total congestion overflow as 0. The multi-input combinational cells in the finished layout cover a total of 882 sq um. The data arrival time of the critical path is 2.42 ns. The slew at the pin closest to its max-slew limit is 0.759 ns. The min-delay analysis places its worst path in the category flop to flop. The chip occupies 5660 sq um. Among logic cells in the layout, the one with the most instances is sky130_fd_sc_hd__clkdlybuf4s50_1.

Power comes to 881 uW. Clock tree synthesis found a total of 33 sinks. Per the post-route antenna check, the number of violating nets is 0. The number of max-cap violations is 0.

The final count of hold timing violations is 0. The number of buffers on the longest clock path is 2. The leakage power of the design is 0.000935 uW. The power density over cell area is 316 nW/um^2. The global-route wire length before repair is 5400 microns. The routed via count divided by cell count is 4.27. The origin of the critical flop-to-flop path is PC_reg[26]. After synthesis, flip-flops and latches occupy 41.0% of the total area. The area reported by Yosys stat is 1610 sq um. The number of detailed-routing iterations run before antenna repair is 3. In this run the critical register-to-register path is captured at PC_reg[26]. The number of flip-flops under the largest register name is 32. TritonCTS built the clock tree. The number of hold buffers added after CTS was 0. The detailed placement HPWL is 2630 microns. The last element of the critical path is PC_reg[20].

The startpoint of the worst setup timing path is addr[7]. The total of endpoints with negative setup slack in the final report is 0. The area of the mapped netlist is 1610 sq um. The clock insertion delay at the later pin of the skew report is 0.27 ns. The number of antenna violations at the first check in global routing is 0. Before placement the cells fill 31.3% of the core. The run finished with clean final reports. For this run, the script counts the antenna cells in the layout as 0. The count of buffers added by post-CTS timing repair for setup is 0. Looking at the VDD voltage map, the peak drop is 0.325 mV. The vertical extent of the die is 75.3 microns. Global routing used 12.4% of the available tracks. Setup repair after global routing left no endpoint under its margin. The share of the clock period used by the worst path is 61.5%.

The number of global-route vias before repair is 1,268. The sum of negative setup slack is 0 ns. Clock tree synthesis inserted a total of 5 buffers. The placement summary gives the final routability congestion estimate as 0.657. Counting the warning lines in the Yosys log gives 1.

The largest net degree at the start of global routing is 35. CTS built an H-tree with a depth of 2. The kind of end point of the critical path is a flop. The via count is 1,387. The root cell of the clock tree is sky130_fd_sc_hd__clkbuf_8. The placeable core area is 5140 sq um. The routed length per placed instance is 11.0 microns. The area occupied by registers is 661 sq um.

The data required time of the critical path is 3.80 ns. The fraction of final layout cells sized beyond drive strength 1 is 6.67%. The routed design could run at a clock period as short as 2.22 ns.

The worst hold path depth is 2. Static timing analysis puts the maximum clock frequency at 0.451 GHz. The detailed-route wire length is 3590 microns. The synthesized area divided by synthesized cell count is 10.3 sq um.

The total cells reported by yosys after synthesis is 156. Per the post-synthesis report, the number of cells in the design is 156. The number of storage elements in the synthesis netlist is 33. STA classifies the critical path startpoint as an input pin. For reference, the placement row count at floorplan is 26. The startpoint-to-endpoint class of the critical path is input pin to flop.

The stage-log warning count is 25. The tally of filler cells in the layout is 482. Per the final report, max-transition violations number 0. The count of different cell masters after synthesis is 17. The cell depth of the worst flop-to-flop path is 2.

The number of placed I/O pins is 100. The clock transition at the registers of the reported paths is 0.07 ns. The worst pin sits at a relative slew slack of 49.3%. The floorplan step set the die width to 75.3 microns. The maximum net fanout on the critical path is 32. The area added between synthesis and finish is 73.3%. For flop-to-flop paths, the worst setup slack is 3.01 ns. By instance count after routing, the leading logic cell types are sky130_fd_sc_hd__clkdlybuf4s50_1, sky130_fd_sc_hd__nand2b_1, sky130_fd_sc_hd__dfxtp_1, sky130_fd_sc_hd__mux2i_1, sky130_fd_sc_hd__clkbuf_8.
[synthesized netlist by cell type]
master	instances	area share (%)
sky130_fd_sc_hd__nand4_1	1	0.39
sky130_fd_sc_hd__nand3b_1	1	0.47
sky130_fd_sc_hd__inv_1	2	0.47
sky130_fd_sc_hd__nor4_1	2	0.78
sky130_fd_sc_hd__buf_6	3	2.1
sky130_fd_sc_hd__clkbuf_1	7	1.6
sky130_fd_sc_hd__nor3_1	1	0.31
sky130_fd_sc_hd__nand4_2	1	0.78
sky130_fd_sc_hd__nor4_4	2	2.6
sky130_fd_sc_hd__mux2i_1	33	21
sky130_fd_sc_hd__nor4b_1	1	0.54
sky130_fd_sc_hd__nor4b_2	2	1.9
sky130_fd_sc_hd__nor4_2	1	0.78
sky130_fd_sc_hd__or2_2	1	0.39
sky130_fd_sc_hd__dfxtp_1	33	41
sky130_fd_sc_hd__nand2b_1	64	25
sky130_fd_sc_hd__nor3b_1	1	0.47
[worst max-delay path, stage by stage]
cell and delay (ns):
sky130_fd_sc_hd__clkdlybuf4s50_1 0.41, sky130_fd_sc_hd__nor4b_2 0.32, sky130_fd_sc_hd__nand4_2 0.18, sky130_fd_sc_hd__nor4_4 0.28, sky130_fd_sc_hd__buf_12 0.28, sky130_fd_sc_hd__mux2i_1 0.22
[worst min-delay path by stage]
stage	from	end
6_report	PC_reg[22]	PC_reg[22]
4_1_cts	PC_reg[22]	PC_reg[22]
5_1_grt	PC_reg[20]	PC_reg[20]
[layer usage]
layer,wire length (microns),track usage (%)
met5,0,0
met4,38,1.85
met3,417,3.53
met2,1520,20.4
met1,1610,16.8
[power by group]
part	internal (uW)	total, uW	switching [uW]
Sequential	365	365	0.0000000345
Clock	275	410	135
Combinational	80.6	106	25.3
Total	720	881	161
[kinds of logic after synthesis]
logic type	Yosys count	share of synthesized area [%]
flops	33	41.0
buf+inv	12	4.20
simple gates	78	34.3
mux	33	20.5
[final cells by class]
type,count,area share (%)
sequential,33,23.7
inverter,2,0.269
tap,70,3.14
timing repair buffer,101,36.5
clock buffer,5,2.47
multi-input combinational,111,31.6
clock inverter,3,2.33
[through the flow]
stage	hold slack [ns]	worst slack [ns]	util [%]	std cells	cell area, sq um
after floorplan	0.434	1.58	-	156	1610
after global placement	0.460	1.09	51.7	317	2660
after detailed placement	0.460	1.03	51.7	317	2660
after CTS	0.478	1.33	54.3	325	2790
after global routing	0.487	1.25	54.3	325	2790
final	0.473	1.38	54.3	325	2790
Power figures rest on the tool's default switching activity, not on a simulated workload.
