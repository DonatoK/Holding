<file path="flow/config.mk">
export PLATFORM = sky130hd
export DESIGN_NAME = mm_uart_control
export DESIGN_NICKNAME = mm_uart_control
export VERILOG_FILES = /design/flow/design.v
export SDC_FILE = /design/flow/constraint.sdc
export NUM_CORES = 4
export LEC_CHECK = 1
export CORE_AREA = 10 10 70 70
export DIE_AREA = 0 0 80 80
</file>
<file path="flow/constraint.sdc">
current_design mm_uart_control

set clk_period 2.4
set clk_io_pct 0.2

create_clock -name clk0 -period $clk_period [get_ports {clock_baud_9600}]

set non_clock_inputs [all_inputs -no_clocks]
set_input_delay [expr $clk_period * $clk_io_pct] -clock clk0 $non_clock_inputs
set_output_delay [expr $clk_period * $clk_io_pct] -clock clk0 [all_outputs]
</file>
<file path="flow/design.v">
module mm_uart_control #(
    parameter DATA_WIDTH = 32,
    parameter RX_ADDR = 32'h90000010,
    parameter TX_ADDR = 32'h90000020,
    parameter RX_READY_ADDR = 32'h90000014,
    parameter TX_READY_ADDR = 32'h90000024
) (
    input clock_baud_9600,
    input reset,
    input we,
    input [DATA_WIDTH-1:0] addr,
    output [DATA_WIDTH-1:0] data_out,
    input tx_fifo_full,
    input tx_fifo_empty,
    output tx_fifo_wr_rq,
    output tx_fifo_rd_rq,
    input tx_busy,
    output reg tx_start,
    input rx_fifo_full,
    input rx_fifo_empty,
    output rx_fifo_wr_rq,
    output rx_fifo_rd_rq,
    input [7:0] rx_fifo_read_data,
    input rx_valid
);
wire [DATA_WIDTH-1:0] tx_ready;
wire [DATA_WIDTH-1:0] rx_ready;
wire [DATA_WIDTH-1:0] rx_read_data;
assign data_out = (addr == TX_READY_ADDR) ? tx_ready     :
                  (addr == RX_READY_ADDR) ? rx_ready     :
                  (addr == RX_ADDR)       ? rx_read_data :
                  {DATA_WIDTH{1'b0}};
assign tx_ready = { {DATA_WIDTH-1{1'b0}}, ~tx_fifo_full };
assign rx_ready = { {DATA_WIDTH-1{1'b0}}, ~rx_fifo_empty };
assign rx_read_data = { {DATA_WIDTH-8{1'b0}}, rx_fifo_read_data};
assign tx_fifo_wr_rq = we && (addr == TX_ADDR) && ~tx_fifo_full;
assign tx_fifo_rd_rq = tx_start && ~tx_fifo_empty;
assign rx_fifo_wr_rq = rx_valid && ~rx_fifo_full;
assign rx_fifo_rd_rq = ~we && (addr == RX_ADDR) && ~rx_fifo_empty;
always@(posedge clock_baud_9600) begin
    if(reset) begin
        tx_start <= 0;
    end else begin
        tx_start = ~tx_fifo_empty && ~tx_busy && ~tx_start;
    end
end
endmodule
</file>
<file path="flow/run.sh">
#!/bin/bash
# OpenROAD 26Q1-2900-gdf79404cd8, Yosys 0.63+post, stock flow scripts
make -C /OpenROAD-flow-scripts/flow DESIGN_CONFIG=/design/flow/config.mk WORK_HOME=/design/flow/orfs finish
</file>
==> results.toml <==
# synthesis and place-and-route metrics
[status]
run_status = "completed"

[worst_setup_path]
cp_cell_sequence = "clkdlybuf4s50_1 > nor3_1 > buf_4 > buf_4 > nand4_4 > buf_6 > nor3_1 > buf_2"
endpoint = "data_out[4]"
worst-setup-path-type = "in2out"
required_ps = 1920
path_max_fanout = 4
cp_slowest_stage_delay_ps = 420
slowest_stage = "clkdlybuf4s50_1"
regToRegSetupSlack_ps = 1750
arrival_ps = 1870
crit_start = "addr[1]"
cp-end-kind = "output port"
r2r_start = "tx_start$_SDFF_PP0_"
reg2reg_depth = 1
reg2reg_to = "tx_start$_SDFF_PP0_"
cp-start-kind = "input pin"

[final_timing]
setup_viol = 0
setup_slack_ps = 48.0
drv_slew = 0
tns_ps = 0
hold_slack_ps = 436
hold_viol = 0
min_period_ps = 2350
period_used_pct = 98.0
max_freq_mhz = 425
skew_ps = 0

[detailed_routing]
topRoutingLayerUsed = "met3"
wire_per_inst_um = 13.2
drt-total-wl_mm = 2.64
wl_met3_um = 231
firstDrtPassIters = 2
drc = 0
wl_met1_um = 929
drtIter0Drc = 3
viasPerCell = 3.66
antenna_cells = 0
antenna_left = 0
met2_wirelength_mm = 1.48
num_vias = 731

[synth]
ys_warn_count = 1
synth_flop_count = 1
netlist_instances = 67
ys_cells = 67
syn_avg_cell_area_sq_um = 8.20
ys_chip_area_sq_um = 549
syn_area_sq_um = 549
synth_cell_type_count = 17
ys_seq_share_pct = 3.64

[cells_and_area]
fin_cells = 200
reg_top3 = "tx_start x1"
largest_reg_flops = 1
area_growth_pct = 152
top_register = "tx_start"
final_area_sq_um = 1380
drive_above_1_share_pct = 34.4

[worst_hold_path]
hold_path_depth = 1
worstHoldPathType = "reg2reg"

[placed_design]
gp_congestion = 0.754
io_buffers = 61
dp.cells = 177
hpwlAfterDp_mm = 2.10
place_worst_setup_slack_ps = -344
placed_area_sq_um = 1160

[floorplanning]
dieArea_sq_um = 6400
coreArea_sq_um = 3420
rows = 21
die_x_um = 80
fp_util_pct = 16.1
ios = 86
fp.dieH_um = 80

[global_routing]
grt_pass1_wl_mm = 3.84
antenna_found_initial = 0
grtUsageTotal_pct = 7.19
grt_max_degree = 9
grt_pass1_vias = 795
grt-ovfl-total = 0

[flow_run]
warnings = 28
drv_cap = 0

[power_and_ir_drop]
total_leakage_power_nw = 0.674
power.density_nw_per_um2 = 100
vdd_drop_max_mv = 0.0714

[cts]
clkTransAtPathRegs_ps = 0
holdBufCountCts = 0
clock_latency_ps = 0
==> placed cells by master, fill, tap and decap left out <==
| cell type | count |
|---|---|
| nor3b_1 | 2 |
| buf_6 | 7 |
| nand3b_1 | 1 |
| clkdlybuf4s50_1 | 25 |
| nor4_1 | 1 |
| nor3_2 | 7 |
| dlygate4sd2_1 | 25 |
| and3b_2 | 1 |
| nor2b_2 | 1 |
| nor2_1 | 2 |
| dfxtp_1 | 1 |
| clkdlybuf4s15_1 | 1 |
| dlymetal6s2s_1 | 4 |
| buf_2 | 6 |
| conb_1 | 24 |
| buf_4 | 19 |
| nor2b_1 | 2 |
| a211oi_2 | 1 |
| nand4_4 | 4 |
| nor3_1 | 2 |
| o21ai_0 | 1 |
| nand4_1 | 1 |
| nand2_1 | 9 |
| nor4_4 | 6 |
| nor3_4 | 1 |
==> how the worst min path moves through the flow <==
stage	startpoint	to	slack, ps
5_1_grt	tx_start$_SDFF_PP0_	tx_start$_SDFF_PP0_	460
4_1_cts	tx_start$_SDFF_PP0_	tx_start$_SDFF_PP0_	430
6_report	tx_start$_SDFF_PP0_	tx_start$_SDFF_PP0_	440
==> per-stage QoR <==
stage / util, % / total power, mW
global route: 40.5 / 0.149
detailed placement: 33.9 / 0.140
CTS: 37.3 / 0.137
global placement: 33.9 / 0.140
floorplan: - / 0.0636
finish: 40.5 / 0.138
==> what timing repair did <==
action | 4_1_cts | 5_1_grt
hold endpoints to repair | 0 | 0
setup endpoints to repair | 10 | 7
setup buffers | 13 | 8
gates resized | 56 | 13
pin swaps | 19 | 8
gates cloned | 2 | 0
==> critical path, delay by kind of cell <==
kind	cells	cell delay [ps]
buffers and inverters	5	960
and+or+nand+nor	3	420
==> routing by layer <==
layer / global-route usage [%] / up-vias
met3: 1.59 / 0
met1: 7.87 / 328
li1: - / 370
met4: 0 / 0
met5: 0 / -
met2: 14.3 / 33
==> power by group <==
group | switching [mW] | internal, mW
Sequential | 0.000439 | 0.0177
Combinational | 0.0422 | 0.0781
Clock | 0 | 0
==> cells in the mapped netlist <==
master	n	area (sq um)
buf_4	24	180
nor3_1	10	50.1
nand2_1	9	33.8
nor4_4	6	128
nor2b_1	3	18.8
nand4_4	2	42.5
nor2_1	2	7.51
nor3b_1	2	15.0
a211oi_2	1	12.5
and3b_1	1	8.76
clkbuf_1	1	3.75
conb_1	1	3.75
dfxtp_1	1	20.0
nand3b_1	1	7.51
nand4_1	1	6.26
nor4_1	1	6.26
o21ai_0	1	5.00
==> final cells by class <==
cell class                 count  area (sq um)
sequential                     1          20.0
fill                         338          2030
timing repair buffer          87           781
tap                           46          57.6
multi-input combinational     66           524
==> cell families (layout without fill, tap and decap cells) <==
family          after synthesis  in the layout  share of synthesized area, %
flops                         1              1                          3.64
buf+inv                      25             87                          33.5
other cells                   1             24                         0.683
compound gates                2              2                          3.19
simple gates                 38             40                          59.0
Power is estimated from default activity; no workload was simulated.
