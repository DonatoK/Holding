==> run.sh <==
#!/bin/bash
# OpenROAD 26Q1-2900-gdf79404cd8, Yosys 0.63+post, stock flow scripts
make -C /OpenROAD-flow-scripts/flow DESIGN_CONFIG=/design/flow/config.mk WORK_HOME=/design/flow/orfs finish
==> config.mk <==
export PLATFORM = sky130hd
export DESIGN_NAME = mm_reg
export DESIGN_NICKNAME = mm_reg
export VERILOG_FILES = /design/flow/design.v
export SDC_FILE = /design/flow/constraint.sdc
export NUM_CORES = 4
export LEC_CHECK = 1
export CORE_AREA = 10 10 108 108
export DIE_AREA = 0 0 118 118
==> constraint.sdc <==
current_design mm_reg

set clk_period 4.4
set clk_io_pct 0.2

create_clock -name clk0 -period $clk_period [get_ports {clock}]

set non_clock_inputs [all_inputs -no_clocks]
set_input_delay [expr $clk_period * $clk_io_pct] -clock clk0 $non_clock_inputs
set_output_delay [expr $clk_period * $clk_io_pct] -clock clk0 [all_outputs]
==> design.v <==
module mm_reg #(
  parameter DATA_WIDTH = 32,
  parameter ADDR = 32'h90000000
) (
  input clock,
  input reset,
  input we,
  input [DATA_WIDTH-1:0] data,
  input [DATA_WIDTH-1:0] addr,
  output reg [DATA_WIDTH-1:0] r
);
always@(posedge clock) begin
  if (reset) begin
    r <= {DATA_WIDTH{1'b0}};
  end else if(we) begin
    r <= (addr == ADDR) ? data : r;
  end else begin
    r <= r;
  end
end  
endmodule
==> CHANGELOG.md <==
### Physical design

* Crit path capture type: register
* Biggest area cells: dfxtp_1 (41%), o31ai_1 (15%), nand4_1 (13%), a21oi_1 (10%), buf_6 (4.3%)
* Die H at 118 µm
* Net Sw Frac at 23.1%
* Via/cell ratio at 4.46
* Post-layout min period at 2310 ps
* VDD IR-drop max at 0.0838 mV
* CTS tree: done
* Ys Warns at 1
* Routed wl met3 at 372 µm
* Cycle use final at 52.6%
* Max Clk Rate at 0.432 GHz
* Hpwl dp at 4420 µm
* ANT cells at 0
* Register name with the most flops: r
* Max reg flops at 32
* Critical Path Start Type: input port
* Die X at 118 µm
* Vias in the first global route at 1829
* First-pass GRT wire length at 10200 µm
* I/O pin count at 99
* WL met2 at 2850 µm
* Reg power frac at 49.2%
* Fin util at 28.9%
* Clk slew on worst S/H paths at 70 ps
* Layout area overhead at 72.0%
* Stage-log warning count at 25
* Syn Std Cell Area at 0.00156 mm²
* Comb pwr share at 13.9%
* Top sig layer: met4
* Largest net degree at the start of global routing at 33
* Initial antenna violation count at 0
* Number of remaining DRC errors at 0
* Synth flops at 32
* Top Layout Cells: clkdlybuf4s50_1 (98), nand4_1 (33), o31ai_1 (32), a21oi_1 (32), dfxtp_1 (32)
* Clock share of power at 36.9%
* Top cell area share at 41.1%
* Synth Seq Share at 41.1%
* Core Util at FP at 16.8%
* Unrepaired setup endpoints after global routing: false
* Hold Crit Class: register to register
* Int Power at 0.000452 W
* DR WL/cell at 16.5 µm
* Synthesized instance count at 166
* Clock Path Buffers at 2
* Registers with the most flip-flops: r: 32 flops
* Crit Path Max Fanout at 32
* Worst path arrival time at 2520 ps
* Pwr/cell area at 219 mW/mm²
* Synthesis area per yosys at 0.00156 mm²
* Synth Flop Type: dfxtp_1
* TritonCTS Buffers at 5
* Global placement routability congestion at 0.726
* Max-Cap Viols at 0
* Final slew viol count at 0
* Pleak at 0.794 nW
* Setup TNS at 0 ps
* Worst slew margin at 73.4%
* CTS sink count at 32
* Row Count at 35
* DIE AREA at 0.0139 mm²
* Ys cells at 166
* Setup CP Type: input port to register
* Detail Route Antenna Nets at 0
* Outcome: completed
* Router iterations before antenna repair at 4
* Fraction of layout instances using a drive strength above 1 at 9.06%
* P_sw at 0.000136 W
* Post-CTS resize count at 0
* Total number of vias at 1708
* Yosys top cell by area: dfxtp_1
* Root buffer cell: clkbuf_8
* Core area at 0.00928 mm²
* EDFF count, synth at 0
* Worst Skew at 0 ps
* Total wire length at 6320 µm
* Final hold viol count at 0
* Hold-fix buffers, CTS at 0
* Fraction of registers with async set/reset at 0%
* Grt ovf at 0
* Post-CTS setup buffers at 0
* Unique cell types at 17
* Initial DRC count at 101
* Final setup viols at 0
* Total GRT Usage at 8.85%
* Met1 WL at 3060 µm
* Most used logic cell in the final layout: clkdlybuf4s50_1
* Htree depth at 2
* IO Port Bufs at 98
* Synth Area per Inst at 9.39 µm²
* Worst path required time at 4610 ps
* Worst-margin pin slew at 399 ps
* Later-pin clock latency in the skew report at 280 ps
==> per-layer routing <==
metal / GRT usage, % / up-vias
li1: - / 841
met3: 2.43 / 4
met5: 0 / -
met2: 13.6 / 82
met1: 12.6 / 781
met4: 0.618 / 0
==> synth_stat cells (2+ instances only) <==
cell      count
o31ai_1      32
nand4_1      33
nor4_2        3
buf_6         6
a21oi_1      32
dfxtp_1      32
nor4_4        2
buf_2         7
buf_4         4
and4_1        2
clkbuf_1      7
==> power by group through the flow <==
stage / Combinational [W] / Clock, W / Sequential [W]
4_1_cts: 0.0000820 / 0.000232 / 0.000289
5_1_grt: 0.0000871 / 0.000243 / 0.000289
6_report: 0.0000817 / 0.000217 / 0.000289
==> layout make-up <==
type,count,area [µm²]
clock inverter,2,12.5
fill,1002,6600
tap,129,161
sequential,32,641
timing repair buffer,105,1030
multi-input combinational,110,764
clock buffer,5,68.8
==> per-stage QoR <==
step	setup WS, ps	total power, W	cells	cell area (µm²)	hold slack [ps]
after floorplan	2420	0.000310	166	1560	424
after global placement	1830	0.000378	376	2600	449
after detailed placement	1820	0.000378	376	2600	460
after CTS	2110	0.000603	383	2680	470
after global routing	1940	0.000619	383	2680	484
final	2090	0.000588	383	2680	471
==> critical path, stage by stage <==
cell and delay [ps]:
clkdlybuf4s50_1 440, nor4_4 310, and4_1 220, buf_4 340, nand4_1 150, a21oi_1 160
==> final timing paths <==
| path | endpoint | from | slack [ps] | cells past startpoint |
|---|---|---|---|---|
| worst max-delay path | r[16] | addr[5] | 2090 | 6 |
| worst min-delay path | r[30] | r[30] | 470 | 2 |
| worst max register to register | r[18] | r[18] | 3790 | 2 |
| worst min register to register | r[30] | r[30] | 470 | 2 |
==> kinds of logic after synthesis <==
family	share of synthesized area (%)
compound gates	25.7
buf+inv	10.2
flops	41.1
simple gates	23.0
Power and IR drop assume default switching activity.
